**/design/flow/design.v**
```verilog
module mux_2x1 (input [31:0] input_1, 
            input [31:0] input_2, 
            input control, 
            output reg [31:0] mux_out);
always @(*) begin
    if (control == 1'b0) begin 
        mux_out = input_1;
    end
    else begin 
        mux_out = input_2;
    end
end
endmodule
module Gshare(input reset,
              input clk,
              input is_branch,
              input is_jal,
              input is_jalr,
              input [31:0] actual_branch_target,
              input actual_taken,
              input prediction_correct,
              input [4:0] pht_update_index,
              input [31:0] current_pc,
              input [31:0] ID_EX_pc,
              output reg [4:0] pht_index,
              output reg [31:0] next_pc);
reg [31:0] taken;                    
reg [31:0] counter_update;           
reg [31:0] prediction;               
reg [4:0] bhsr;                      
reg [24:0] tag_table [31:0];         
reg [31:0] btb [31:0];               
wire [4:0] btb_index;                
wire [31:0] branch_target;           
wire [24:0] tag;                     
wire pht_prediction;                 
wire gshare_taken;                   
wire [24:0] tag_write;
wire [4:0] btb_write_index;
integer k;
assign tag = current_pc[31:7];
assign btb_index = current_pc[6:2];
assign tag_write = ID_EX_pc[31:7];
assign btb_write_index = ID_EX_pc[6:2];
assign pht_index = bhsr ^ btb_index;
assign branch_target = btb[btb_index];
assign pht_prediction = prediction[pht_index];
assign gshare_taken = pht_prediction && (tag == tag_table[btb_index]);
genvar i;
generate
    for (i = 0; i < 32; i = i + 1) begin
        saturation_counter predictor(
            .reset(reset),
            .clk(clk),
            .counter_update(counter_update[i]),
            .actual_taken(taken[i]),
            .prediction(prediction[i])
        );
    end
endgenerate
always @(posedge clk) begin
    if (reset) begin  
        bhsr <= 5'b0;
        for (k = 0; k < 32; k = k + 1) begin
            tag_table[k] <= 25'b1111111111111111111111111;
            btb[k] <= 32'b0;
            taken[k] <= 1'b0;
            counter_update[k] <= 1'b0;
        end
    end
    else begin
        if (is_branch) begin  
            if (!prediction_correct && actual_taken) begin
                btb[btb_write_index] <= actual_branch_target;
                tag_table[btb_write_index] <= tag_write;
            end
            for (k = 0; k < 32; k = k + 1) begin
                if (k == {27'b0, pht_update_index}) begin
                    taken[k] <= actual_taken;
                    counter_update[k] <= 1'b1;
                end 
                else begin
                    taken[k] <= 1'b0;
                    counter_update[k] <= 1'b0;
                end
            end
            bhsr <= {actual_taken, bhsr[4:1]};
        end
        else if (is_jal || is_jalr) begin
            if (!prediction_correct) begin
                btb[ID_EX_pc[6:2]] <= actual_branch_target;
                tag_table[ID_EX_pc[6:2]] <= tag_write;   
            end
            for (k = 0; k < 32; k = k + 1) begin
                if (k == {27'b0, pht_update_index}) begin
                    taken[k] <= actual_taken;
                    counter_update[k] <= 1'b1;
                end 
                else begin
                    taken[k] <= 1'b0;
                    counter_update[k] <= 1'b0;
                end
            end     
        end
        else begin
            for (k = 0; k < 32; k = k + 1) begin
                taken[k] <= 1'b0;
                counter_update[k] <= 1'b0;
            end
        end
    end
end
mux_2x1 next_pc_mux(
    .input_1(current_pc + 4),
    .input_2(branch_target),
    .control(gshare_taken),
    .mux_out(next_pc)
);
endmodule
module saturation_counter (input reset,
                           input clk,
                           input counter_update,
                           input actual_taken,
                           output reg prediction);
reg [1:0] state;
always @(posedge clk) begin
    if (reset) begin
        state <= 2'b11;
    end else begin
        if (counter_update) begin
            if (actual_taken) begin
                if (state != 2'b11) begin
                    state <= state + 1;
                end 
            end 
            else begin
                if (state != 2'b00) begin
                    state <= state - 1;
                end
            end
        end
    end
end
always @(*) begin
    if (state == 2'b00 || state == 2'b01) begin
        prediction = 1'b0;
    end 
    else begin
        prediction = 1'b1;
    end
end
endmodule
```
**/design/flow/run.sh**
```bash
#!/bin/bash
# OpenROAD 26Q1-2900-gdf79404cd8, Yosys 0.63+post, stock flow scripts
make -C /OpenROAD-flow-scripts/flow DESIGN_CONFIG=/design/flow/config.mk WORK_HOME=/design/flow/orfs finish
```
**/design/flow/config.mk**
```make
export PLATFORM = sky130hd
export DESIGN_NAME = Gshare
export DESIGN_NICKNAME = Gshare
export VERILOG_FILES = /design/flow/design.v
export SDC_FILE = /design/flow/constraint.sdc
export NUM_CORES = 4
export LEC_CHECK = 1
export CORE_UTILIZATION = 50
```
**/design/flow/constraint.sdc**
```tcl
current_design Gshare

set clk_period 40.0
set clk_io_pct 0.2

create_clock -name clk0 -period $clk_period [get_ports {clk}]

set non_clock_inputs [all_inputs -no_clocks]
set_input_delay [expr $clk_period * $clk_io_pct] -clock clk0 $non_clock_inputs
set_output_delay [expr $clk_period * $clk_io_pct] -clock clk0 [all_outputs]
```
==> impl_metrics.json <==
{
  "status": "completed",
  "yosysCellCount": 6221,
  "synth.cell_area_um2": 90600,
  "worst_pin_slew_ns": 1.22,
  "avgSynthCellArea_um2": 14.6,
  "crit_top_cell": "buf_4",
  "syn-instance-count": 6221,
  "slowest_delay_ns": 0.72,
  "first_pass_iters": 5,
  "numCtsBuffers": 208,
  "grt_pass1_vias": 55418,
  "crit_fanout": 67,
  "path_cells": "buf_8 > buf_4 > buf_4 > buf_12 > mux4_2 > a21oi_1 > a22oi_1 > xor2_1 > nor4_1 > nand4_1 > and4b_4 > buf_4 > mux2i_1 > mux2i_1 > clkdlybuf4s50_1",
  "cts.hold.buffers_added": 0,
  "static-leakage-power_uw": 0.0343,
  "top_cells_by_area": "edfxtp_1 (60%), mux4_2 (12%), and2_1 (7.1%)",
  "synth-seq-cells": 1957,
  "clkSinkCount": 1957,
  "ctsResizeCount": 0,
  "postRouteAntennaNets": 0,
  "vias": 52817,
  "setup_violations": 0,
  "openroad.warnings": 95,
  "crit_type": "in2out",
  "slowest_stage": "mux2i_1",
  "top_area_frac": 0.604,
  "final.setup.tns_ns": 0,
  "period_minus_slack_ns": 22.66,
  "ff_type": "edfxtp_1",
  "grt.total_usage": 0.340,
  "arrival_ns": 14.66,
  "route.detailed.wl_per_inst_um": 31.6,
  "final_common_cell": "edfxtp_1",
  "gp_congestion": 0.905,
  "p_per_area_nw_per_um2": 45.0,
  "layout_top_cells": "edfxtp_1 (1824), and2_1 (1026), or3_1 (805), mux4_2 (470), buf_4 (231)",
  "grt_max_degree": 126,
  "port_buffers": 142,
  "yosysUniqueCellTypes": 54,
  "drt_iter0_markers": 3396,
  "slew_headroom": 0.185,
  "dpl.hpwl_um": 154000,
  "hold_violations": 0,
  "finalClockSkew_ns": 0.0102,
  "rsz0062_at_grt": "no",
  "critPathRequiredTime_ns": 32.00,
  "maxCapViolCount": 0,
  "drc": 0,
  "async_flop_share": 0,
  "min_period_over_period": 0.567,
  "grt_first_pass_wirelength_um": 395000,
  "cts_tree": "yes",
  "ir_drop_v": 0.0000368,
  "clk_latency_ns": 0.84,
  "worst_setup_path_start_kind": "primary input",
  "edf_count": 1824,
  "area_delta_synth_final_pct": 11.8,
  "hp-class": "reg2reg",
  "fillCellCount": 13609,
  "yosys.area.top_type": "edfxtp_1",
  "yosysSeqAreaShare": 0.634,
  "antenna_found_initial": 10,
  "dieArea_um2": 183000,
  "rows": 155,
  "clkTransAtPathRegs_ns": 0.05,
  "clock_path_buffers": 3,
  "h-tree-depth": 4,
  "ys_warn_count": 4,
  "routed_wl_um": 275000,
  "final_util": 0.566,
  "ioPinCount": 145,
  "crit_path_end_kind": "output port",
  "cts_root_buffer": "clkbuf_16",
  "ys_area_um2": 90600,
  "die_w_um": 428,
  "drv_slew": 0,
  "drive_above_1_share": 0.169,
  "post-cts-setup-buffers": 0,
  "vias_per_cell": 6.06,
  "grt_overflow": 0,
  "fp-utilization": 0.506,
  "die_y_um": 428,
  "clock.fmax_ghz": 0.0441,
  "design.core.area_um2": 179000
}
sequential cells by signal, indices dropped and copies added, names as in the netlist:
signal,cells
bhsr,5
btb,1024
counter_update,32
genblk1.predictor.state,64
tag_table,800
taken,32
Yosys cell counts (all sizes together), types with 17 or more instances:
cell	n
nor4b	19
a22oi	48
buf	108
inv	99
mux2i	166
nand2	191
edfxtp	1824
nand3	36
xor2	30
o221ai	35
nor2b	25
a211oi	38
nor3	17
and2	1027
dfxtp	133
xnor2	57
clkbuf	523
nor2	192
a21oi	83
ha	97
o21ai	103
mux4	470
or3	805
area by class of cell:
class / count / area [um2] / share of cell area
Antenna cell: 12 / 30.0 / 0.000296
Multi-Input combinational cell: 3533 / 31000 / 0.306
Sequential cell: 1957 / 57400 / 0.567
Inverter: 100 / 384 / 0.00379
Clock inverter: 99 / 721 / 0.00711
Clock buffer: 280 / 5580 / 0.0550
Timing Repair Buffer: 377 / 3240 / 0.0320
Tap cell: 2355 / 2950 / 0.0291
power breakdown:
part	total (uW)	leakage [uW]	switching, uW	internal, uW
Sequential	2360	0.0189	24.7	2330
Clock	1820	0.00306	799	1020
Combinational	382	0.0124	246	136
Total	4560	0.0343	1070	3490
layer usage:
layer / share of wire / wire (um) / track usage
met1: 0.32 / 89200 / 0.434
met2: 0.47 / 128000 / 0.483
met3: 0.16 / 43500 / 0.228
met4: 0.052 / 14200 / 0.134
met5: 0.00065 / 178 / 0.0107
worst max-delay path, delay by kind of cell:
family / cells / cell delay [ns]
muxes: 3 / 1.47
and+or+nand+nor: 3 / 1.20
xor gates and xnor gates: 1 / 0.16
buffers and inverters: 6 / 3.34
AOI/OAI and AO/OA: 2 / 0.32
per-stage QoR:
| stage | cells | total power (uW) | worst slack, ns | hold WS, ns | cell area [um2] |
|---|---|---|---|---|---|
| final | 8713 | 4560 | 17.34 | 0.455 | 101000 |
| after global routing | 8705 | 4690 | 16.96 | 0.479 | 101000 |
| after CTS | 8701 | 4580 | 17.17 | 0.460 | 101000 |
| after detailed placement | 8322 | 2780 | 17.20 | 0.443 | 95000 |
| after global placement | 8322 | 2780 | 17.17 | 0.445 | 95000 |
| after floorplan | 6221 | 2620 | 21.17 | 0.430 | 90600 |
kinds of logic after synthesis:
| group | after synthesis | synth area share |
|---|---|---|
| flip-flops | 1957 | 0.634 |
| XOR/XNOR | 87 | 0.00841 |
| adder cells (fa/ha/maj) | 97 | 0.0134 |
| multiplexers | 638 | 0.135 |
| buffers and inverters | 731 | 0.0321 |
| AND/OR/NAND/NOR | 2358 | 0.152 |
| AND-OR/OR-AND | 353 | 0.0249 |
final timing paths:
kind                                       start                              to  slack (ns)  cells past startpoint
setup reg to reg  genblk1[19].predictor.state[0]  genblk1[19].predictor.state[1]       38.58                      6
hold / removal                counter_update[16]  genblk1[16].predictor.state[1]        0.46                      2
hold reg to reg               counter_update[16]  genblk1[16].predictor.state[1]        0.46                      2
setup / recovery                   current_pc[2]                      next_pc[6]       17.34                     15
Power is estimated from default activity; no workload was simulated.
