==> flow/run.sh <==
#!/bin/bash
# OpenROAD 26Q1-2900-gdf79404cd8, Yosys 0.63+post, stock flow scripts
make -C /OpenROAD-flow-scripts/flow DESIGN_CONFIG=/design/flow/config.mk WORK_HOME=/design/flow/orfs finish
==> flow/config.mk <==
export PLATFORM = sky130hd
export DESIGN_NAME = ALU
export DESIGN_NICKNAME = ALU
export VERILOG_FILES = /design/flow/design.v
export SDC_FILE = /design/flow/constraint.sdc
export NUM_CORES = 4
export LEC_CHECK = 1
export CORE_UTILIZATION = 40
==> flow/constraint.sdc <==
current_design ALU

set clk_period 15.7
set clk_io_pct 0.2

create_clock -name clk0 -period $clk_period

set non_clock_inputs [all_inputs -no_clocks]
set_input_delay [expr $clk_period * $clk_io_pct] -clock clk0 $non_clock_inputs
set_output_delay [expr $clk_period * $clk_io_pct] -clock clk0 [all_outputs]
==> flow/design.v <==
module ALU (input [3:0] alu_op,
            input [31:0] alu_in_1,
            input [31:0] alu_in_2,
            output reg [31:0] alu_result,
            output reg alu_bcond);  
always @(*) begin
    alu_bcond = 0;
    alu_result = 0;
    case(alu_op)
        4'b0000: begin
            if((alu_in_1 - alu_in_2) == 0) begin
                alu_bcond = 1;  
            end
        end
        4'b0001: begin
            if((alu_in_1 - alu_in_2) != 0) begin
                alu_bcond =1;  
            end
        end
        4'b0010: begin
            if(alu_in_1 < alu_in_2) begin 
                alu_bcond = 1;  
            end
        end
        4'b0011: begin
            if(alu_in_1 >= alu_in_2) begin
                alu_bcond = 1; 
            end
        end
        4'b0100: begin
            alu_result = alu_in_1 + alu_in_2;
        end
        4'b0101: begin
            alu_result = alu_in_1 - alu_in_2;
        end
        4'b0110: begin
            alu_result = alu_in_1 << alu_in_2;
        end
        4'b0111: begin
            alu_result = alu_in_1 ^ alu_in_2;
        end
        4'b1000: begin
            alu_result = alu_in_1 | alu_in_2;
        end
        4'b1001: begin
            alu_result = alu_in_1 & alu_in_2;
        end
        4'b1010: begin
            alu_result = alu_in_1 >> alu_in_2;
        end
        default: begin
            alu_result = 0;
        end
    endcase
end
endmodule
==> flow_summary.toml <==
# flow metrics
[run_status]
status = "completed"

[drt]
via_per_inst = 6.81
dr.pass1.iters = 6
drc = 0
ant_nets = 0
wl_um = 47400
dr_total_vias = 12000
antenna_cells_inserted = 0
post_drt_wl_per_cell_um = 26.9
first_iter_violations = 1484

[yosys]
yosysSeqAreaShare = 0
top_area_frac = 0.130
ys_cells = 1449
syn-cell-area_sq_um = 9240
yosys_warnings = 1
ys_top_cells_by_area = "ha_1 (13%), a21oi_1 (8.3%), nor2_1 (6.4%), o21ai_0 (5.3%), mux4_2 (4.9%)"
largest_area_cell = "ha_1"
synth_cells = 1449
yosysMostFrequentCell = "nor2_1"
avgSynthCellArea_sq_um = 6.37
top_cells_by_count = "nor2_1 (157), a21oi_1 (153), nand2_1 (112), o21ai_0 (97), ha_1 (96)"
synth_cell_types = 74
synth-area-yosys_sq_um = 9240

[global_routing]
grt_max_degree = 71
grt_use_total = 0.399
grt_use_met2 = 0.613
grt_overflow = 0
grt.busiest_layer = "met2"
grt_first_pass_wirelength_um = 70400
gr-usage-met1 = 0.593
grt_pass1_vias = 10900
antenna_found_initial = 0
met3_usage = 0.0422

[run]
warnings = 96
drv_cap = 0

[finish]
seq_cell_count = 0
clock_buffers = 0
drive_gt1_frac = 0.0603
nFillCells = 2401
regArea_sq_um = 0
post-route-util = 0.460
final_area_sq_um = 10400
syn2layout_area_growth_pct = 12.8

[sta]
worst_pin_slew_ns = 1.04
fin_crit_sh = 0.779
slew_headroom = 0.301
hold_viol_final = 0
timing.fmax_mhz = 81.8
rsz0062_at_grt = "false"
period_needed_ns = 12.22
setup_violations = 0
finalMaxSlewViolations = 0
fin_tns_setup_ns = 0

[clocking]
hold_buffers = 0
cts_resized = 0
post_cts_buffers = 0

[power]
cellPowerDensity_nw_per_um2 = 34.9
p_leak_nw = 4.06
finalPower_mw = 0.364
ir_worst_vdd_uv = 16.9

[die]
die-height_um = 154
die-width_um = 154
io_pins = 101
coreArea_sq_um = 22600
chipArea_sq_um = 23700
fp_util = 0.408
row_count = 55

[placement]
port_buffers = 101
dpl.hpwl_um = 37700
place_congestion = 1.05
placed_area_sq_um = 10400

[worst_setup_path]
worstSetupPathDepth = 15
crit_start = "alu_in_2[5]"
worstPathCellList = "clkdlybuf4s50_1 -> buf_4 -> clkinv_1 -> ha_1 -> inv_2 -> a221oi_4 -> a21oi_1 -> nor3_1 -> a211oi_1 -> a2111oi_0 -> nand4_1 -> or4_1 -> or3_1 -> a211oi_1 -> clkdlybuf4s50_1"
critical_path.top_delay_family = "AND-OR/OR-AND gates"
required_ns = 12.56
slowest_delay_ns = 0.83
cp_slowest_cell = "a2111oi_0"
path_class = "in -> out"
critPathLaunchType = "primary input"
path_buffers = 5
cp_max_fo = 25
end_kind = "output port"
crit_end = "alu_bcond"
arrival_ns = 9.08

[worst_hold_path]
hold_class = "in -> out"
## logic make-up (layout without fill, tap and decap cells)
family | after synthesis | in the layout | synth area share
compound gates | 550 | 550 | 0.397
simple gates | 495 | 495 | 0.252
mux | 67 | 67 | 0.101
xor+xnor | 32 | 32 | 0.0303
buf+inv | 207 | 234 | 0.0863
fa+ha+maj | 98 | 98 | 0.134
## cell type report
class	count	area [sq um]	share of cell area
tap	285	357	0.0342
timing repair buffer	135	1250	0.120
inverter	99	372	0.0357
multi-input combinational	1242	8440	0.810
## routing by layer
metal / up-vias / wire, um
li1: 5509 / -
met1: 5707 / 20600
met2: 706 / 20800
met3: 79 / 4460
met4: 0 / 1470
met5: - / 0
## per-stage QoR
step / worst slack (ns) / hold WS (ns) / cells
3_3_place_gp: 3.52 / 7.49 / 1761
3_5_place_dp: 3.58 / 7.48 / 1761
2_1_floorplan: 4.69 / 6.39 / 1449
5_1_grt: 3.21 / 7.52 / 1761
4_1_cts: 3.55 / 7.48 / 1761
6_report: 3.48 / 7.48 / 1761
## layout by cell type (no fill, tap or decap), types with 35 or more instances in the layout
cell type	Yosys	final
a211oi_1	43	43
a21oi_1	153	153
buf_4	1	35
clkdlybuf4s50_1	0	97
ha_1	96	96
inv_1	84	84
mux2i_1	41	41
nand2_1	112	112
nand3_1	35	35
nor2_1	157	157
nor3_1	67	66
o21ai_0	97	97
## worst min-delay path by stage
stage | from | end | slack (ns) | depth (start not counted)
4_1_cts | alu_op[3] | alu_bcond | 7.48 | 4
5_1_grt | alu_op[2] | alu_bcond | 7.52 | 4
6_report | alu_op[3] | alu_bcond | 7.48 | 4
## report_power, final
part           internal (mW)  switching [mW]
registers                  0               0
logic                  0.135           0.229
clock network              0               0
